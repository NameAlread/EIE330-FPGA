--- flow/config.mk ---
export PLATFORM = sky130hd
export DESIGN_NAME = key_filter
export DESIGN_NICKNAME = key_filter
export VERILOG_FILES = /design/flow/design.v
export SDC_FILE = /design/flow/constraint.sdc
export NUM_CORES = 4
export LEC_CHECK = 1
export CORE_AREA = 10 10 107 107
export DIE_AREA = 0 0 117 117
--- flow/constraint.sdc ---
current_design key_filter

set clk_period 3.2
set clk_io_pct 0.2

create_clock -name clk0 -period $clk_period [get_ports {sys_clk}]

set non_clock_inputs [all_inputs -no_clocks]
set_input_delay [expr $clk_period * $clk_io_pct] -clock clk0 $non_clock_inputs
set_output_delay [expr $clk_period * $clk_io_pct] -clock clk0 [all_outputs]
--- flow/design.v ---
module key_filter
#(
parameter CNT_MAX = 20'd999_999  
)
(
input wire sys_clk , 
input wire sys_rst_n , 
input wire key_in , 
output reg key_flag  
);
reg [19:0] cnt_20ms ;  
always@(posedge sys_clk or negedge sys_rst_n) begin
	if(sys_rst_n == 1'b0)
		cnt_20ms <= 20'b0;
	else if(key_in == 1'b1)
		cnt_20ms <= 20'b0;
	else if(cnt_20ms == CNT_MAX && key_in == 1'b0)
		cnt_20ms <= cnt_20ms;
	else
		cnt_20ms <= cnt_20ms + 1'b1;
end
always@(posedge sys_clk or negedge sys_rst_n) begin
	if(sys_rst_n == 1'b0)
		key_flag <= 1'b0;
	else if(cnt_20ms == CNT_MAX - 1'b1)
		key_flag <= 1'b1;
	else
		key_flag <= 1'b0;
end
endmodule
--- flow/run.sh ---
#!/bin/bash
# OpenROAD 26Q1-2900-gdf79404cd8, Yosys 0.63+post, stock flow scripts
make -C /OpenROAD-flow-scripts/flow DESIGN_CONFIG=/design/flow/config.mk WORK_HOME=/design/flow/orfs finish
==> run notes <==
Observations from the implementation run.

Global routing:
- The run gives the largest net degree at the start of global routing as 22.
- The first global-routing pass estimated between 3 and 4 mm of wire.
- The run gives the residual overflow from global routing as 0.
- The run gives the via count of the first global-routing pass as slightly below 800.
- The run gives the initial antenna violation count as 0.
- The run puts the total routing usage reported by global routing at 0.03484.

Power and ir drop:
- Per the OpenROAD power report, switching power amounts to 98.72 µW.
- The run puts the switching part of the total power at 0.2134.
- The run puts the part of the total power dissipated in combinational logic at 0.041.
- The run puts the clock share of power at 0.370.
- The run puts the worst voltage drop across the vdd grid at around 0.00014 V.
- The flow reported a cell area power density of 344.5 mW/mm².
- The run puts the portion of total power attributed to sequential cells at 0.589.
- The run puts the static leakage at 0.4868 nW.
- The run puts the cell-internal power at 363.8 µW.

Drt:
- The run puts the count of nets left with antenna violations after detail routing at 0.
- The run puts the vias after detailed routing at around 830.
- The run puts the mean routed wirelength per cell at ~9.5 µm.
- For this block, the initial DRC count from the detailed router was 39.
- The pre-antenna-repair detailed-routing pass consisted of 4 iterations.
- After detailed routing, the number of vias per cell comes to roughly 3.7.
- TritonRoute reported its final design rule violation total as 0.
- The run gives the diode insertion count for antenna repair as 0.
- The wire length recorded after detailed routing is 2.177 mm.

Synthesis:
- The run gives the number of warnings printed during yosys synthesis as 1.
- The run gives the average cell area after synthesis as a little over 10 µm².
- The run gives the summed standard-cell area reported by yosys as around 0.0012 mm².
- After synthesis, the design contains about 110 cells according to Yosys.
- The run gives the number of synthesized register bits as 21.
- The synthesized netlist occupies a cell area of around 0.0012 mm².
- Per Yosys stat, the portion of area used by sequential elements is 0.4550.
- Per the post-synthesis report, the number of cells in the design is 114.
- After synthesis, the netlist uses 34 different library cells.

Die:
- The run gives the chip footprint as between 0.01 and 0.015 mm².
- The initialized floorplan defines 35 standard-cell rows.
- The run puts the x dimension of the die at between 100 and 150 µm.
- The initial utilization of the core area, before any placement, comes to 0.1256.
- The run puts the floorplan die height at 117 µm.
- The run puts the number of primary I/O pins at 4.
- The core region is between 0.009 and 0.01 mm².

Worst setup path:
- For the worst setup path, the data arrival time is roughly 2.1 ns.
- Looking at the critical path, the highest net fanout was 8.
- The run gives the endpoint required time on the critical path as ~3.4 ns.
- In the setup report, the worst path falls into the class reg2reg.
- The run gives the element type at the critical path end as a flop.
- The run gives the startpoint kind of the worst setup timing path as a flop.

Final timing:
- The run gives the accumulated negative setup slack as 0 ns.
- The run gives the share of the clock period used by the worst path after layout as 0.6131.
- The run gives the time the final worst path needs with I/O delays and setup as 1.962 ns.
- For the final database, setup skew stands at between 0.003 and 0.004 ns.
- The run gives the number of hold violations in the final report as 0.
- The run puts the total setup violations reported at the end of the flow at 0.
- At the pin with the least slew margin, the transition time is roughly 0.8 ns.
- The run gives the max-slew violation count as 0.
- The run puts the peak clock frequency supported by timing at just over 500 MHz.
- Measured against its own limit, the worst slew margin works out to 0.4805.
- Setup repair after global routing left no endpoint under its margin.

CTS:
- The run gives the clock root buffer master as sky130_fd_sc_hd__clkbuf_8.
- Counting along the longest clock path gives a buffer depth of 2.
- The run puts the sink count of the clock tree at 21.
- The run gives the count of hold buffers inserted by post-cts repair as 0.
- The run puts the clock transition time at the flip-flop clock pins of the worst setup and hold paths at ~0.07 ns.
- The run gives the insertion delay at the late pin of the worst-skew pair as about 0.26 ns.
- The run gives the TritonCTS clock tree as yes.
- The run puts the total setup buffers inserted after CTS at 0.
- The run gives the number of levels in the clock H-tree as 1.
- The run puts the number of gates given a new drive strength after cts at 0.
- The run gives the number of buffers created by CTS as 3.

Placement:
- The run puts the half-perimeter wire length after placement at approximately 1.5 mm.
- As logged by OpenROAD, the buffers inserted on ports number 3.
- The run puts the placer's final routability congestion estimate at ~0.77.
- The placed instances occupy a cell area of around 0.0013 mm².

Job:
- The run puts the reported max-cap violation count at 0.
- The run gives the OpenROAD warning count as 26.

Layout:
- The layout summary lists the proportion of cells stronger than drive strength 1 as 0.1368.
- The run gives the final core area utilization as 0.1460.
- The run gives the cell area after layout as between 0.001 and 0.0015 mm².
- Per the run report, area growth between synthesis and finish was 16.25%.

Worst hold path:
- Note that the worst hold path type here is reg2reg.

Outcome:
- The run finished with clean final reports.
-- path summary, 6_finish.rpt --
kind	end	from	slack [ns]	cells past startpoint
setup / recovery	cnt_20ms[3]$_DFFE_PN0P_	cnt_20ms[12]$_DFFE_PN0P_	1.24	4
hold / removal	cnt_20ms[18]$_DFFE_PN0P_	cnt_20ms[18]$_DFFE_PN0P_	0.56	2
setup reg to reg	cnt_20ms[3]$_DFFE_PN0P_	cnt_20ms[12]$_DFFE_PN0P_	1.24	4
hold reg to reg	cnt_20ms[18]$_DFFE_PN0P_	cnt_20ms[18]$_DFFE_PN0P_	0.56	2
max in group asynchronous	cnt_20ms[10]$_DFFE_PN0P_	sys_rst_n	2.26	2
min in group asynchronous	cnt_20ms[16]$_DFFE_PN0P_	sys_rst_n	0.73	2
-- Yosys cell counts, drive strengths merged --
master	instances	area [µm²]
nand3	10	50.05
nor3	2	10.01
o31ai	3	22.52
ha	2	25.02
nand4bb	1	27.53
clkbuf	1	3.750
o21bai	2	15.01
a31oi	3	18.77
nand4	4	25.02
and3	5	32.53
dfrtp	21	525.5
a21oi	9	45.04
nand2	7	28.78
nor2	10	37.54
nor4	2	27.53
or3	3	18.77
o21ai	3	15.01
a211oi	2	25.02
inv	1	3.750
a21o	2	17.52
buf	3	17.52
or3b	1	8.760
xor2	4	35.03
or4	4	35.03
and4	4	36.29
xnor2	4	35.03
dlymetal6s2s	1	12.51
-- cells in the final DEF (no fill, tap or decap), drive strengths merged --
| master | instances |
|---|---|
| clkdlybuf4s50 | 3 |
| a21o | 2 |
| and3 | 5 |
| o21ai | 3 |
| nand2 | 7 |
| o21bai | 2 |
| nor2 | 10 |
| ha | 2 |
| xor2 | 4 |
| and4 | 4 |
| or4 | 4 |
| nand4bb | 1 |
| or3b | 1 |
| nor4 | 2 |
| xnor2 | 4 |
| o31ai | 3 |
| or3 | 3 |
| dfrtp | 21 |
| buf | 1 |
| a21oi | 9 |
| nand3 | 10 |
| inv | 1 |
| nand4 | 4 |
| a31oi | 3 |
| a211oi | 2 |
| clkbuf | 4 |
| nor3 | 2 |
-- cell type report --
cell class / instances / area, µm²
tap: 111 / 138.9
multi-input combinational: 87 / 591.8
fill: 1032 / 7854
timing repair buffer: 4 / 37.54
sequential: 21 / 525.5
clock buffer: 4 / 45.04
inverter: 1 / 3.754
-- state kept, by name, indices dropped and copies added (netlist names) --
register,cells
cnt_20ms,20
key_flag,1
-- routing by layer --
layer	up-vias	routed length, µm	share of wire	GRT usage
li1	430	-	-	-
met2	10	920	0.42	0.04799
met1	393	1134	0.52	0.04971
met4	0	0	0	0.006590
met3	0	121	0.056	0.01496
met5	-	0	0	0
-- power by group through the flow --
stage     combinational (mW)  clock, mW  sequential, mW
6_report              0.0190      0.171           0.273
5_1_grt               0.0221      0.195           0.273
4_1_cts               0.0198      0.178           0.272
-- worst max-delay path, cell delays in order (launching register included) --
cell	delay, ns
sky130_fd_sc_hd__dfrtp_1	0.41
sky130_fd_sc_hd__or4_4	0.56
sky130_fd_sc_hd__nor4_4	0.51
sky130_fd_sc_hd__nand2_2	0.16
sky130_fd_sc_hd__a211oi_2	0.23
-- stage by stage --
step                      cells  hold slack [ns]  power, mW  setup slack (ns)
after floorplan             114           0.3444     0.2868             1.444
after global placement      224           0.5378     0.2970             1.178
after detailed placement    224           0.5520     0.2974             1.174
after CTS                   228           0.5627     0.4703             1.237
after global routing        228           0.5890     0.4899             1.119
final                       228           0.5593     0.4625             1.238
-- kinds of logic (layout without fill, tap and decap cells) --
family / after synthesis / after routing / synth area share
AND/OR/NAND/NOR: 53 / 53 / 0.2925
AND-OR/OR-AND: 24 / 24 / 0.1376
flip-flops: 21 / 21 / 0.4550
XOR/XNOR: 8 / 8 / 0.06067
buffers and inverters: 6 / 9 / 0.03250
adder cells (fa/ha/maj): 2 / 2 / 0.02167
Power is estimated from default activity; no workload was simulated.
